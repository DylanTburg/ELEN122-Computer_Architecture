$ cat flow/config.mk
export PLATFORM = sky130hd
export DESIGN_NAME = l7_dMEM
export DESIGN_NICKNAME = l7_dMEM
export VERILOG_FILES = /design/flow/design.v
export SDC_FILE = /design/flow/constraint.sdc
export NUM_CORES = 4
export LEC_CHECK = 1
export CORE_UTILIZATION = 40
export SYNTH_HDL_FRONTEND = slang
$ cat flow/constraint.sdc
current_design l7_dMEM

set clk_period 30.7
set clk_io_pct 0.2

create_clock -name clk0 -period $clk_period

set non_clock_inputs [all_inputs -no_clocks]
set_input_delay [expr $clk_period * $clk_io_pct] -clock clk0 $non_clock_inputs
set_output_delay [expr $clk_period * $clk_io_pct] -clock clk0 [all_outputs]
$ cat flow/design.v
module l7_dMEM(
	input clk,
	input [7:0] address,
	input [15:0] DataIn,
	input MemRd,
	input MemWr,
	output reg [15:0] DataOut
);
	reg [15:0] mem_arr [255:0]; 
	initial begin
		$readmemh("dmem.txt", mem_arr); 		
		mem_arr[48] = 16'h1234;  
		mem_arr[49] = 16'h789A;  
		mem_arr[50] = 16'd128;   
	end
	always@(*)
	begin
	   if(MemRd)
		DataOut <= mem_arr[address];
	   else
	    DataOut <= 0;
	end
	always@(*)
	begin
	   if(MemWr)
		mem_arr[address] <= DataIn;
	end
endmodule
$ cat flow/dmem.txt
0000
0000
0000
0000
0000
0000
0000
0000
0000
0000
0000
0000
0000
0000
0000
0000
0000
0000
0000
0000
0000
0000
0000
0000
0000
0000
0000
0000
0000
0000
0000
0000
0000
0000
0000
0000
0000
0000
0000
0000
0000
0000
0000
0000
0000
0000
0000 
0000
0000
0000
0000
0000
0000
0000
0000
0000
0000
0000
0000
0000
0000
0000
0000
0000
0000
0000
0000
0000
0000
0000
0000
0000
0000
0000
0000
0000
0000
0000
0000
0000
0000
0000
0000
0000
0000
0000
0000
0000
0000
0000
0000
0000
0000
0000
0000
0000
0000
0000
0000
0000
0000
0000
0000
0000
0000
0000
0000
0000
0000
0000
0000
0000
0000
0000
0000
0000
0000
0000
0000
0000
0000
0000
0000
0000
0000
0000
0000
0000
0000
0000
0000
0000
0000
0000
0000
0000
0000
0000
0000
0000
0000
0000
0000
0000
0000
0000
0000
0000
0000
0000
0000
0000
0000
0000
0000
0000
0000
0000
0000
0000
0000
0000
0000
0000
0000
0000
0000
0000
0000
0000
0000
0000
0000
0000
0000
0000
0000
0000
0000
0000
0000
0000
0000
0000
0000
0000
0000
0000
0000
0000
0000
0000
0000
0000
0000
0000
0000
0000
0000
0000
0000
0000
0000
0000
0000
0000
0000
0000
0000
0000
0000
0000
0000
0000
0000
0000
0000
0000
0000
0000
0000
0000
0000
0000
0000
0000
0000
0000
0000
0000
0000
0000
0000
0000
0000
0000
0000
0000
0000
0000
0000
0000
0000
0000
0000
0000
0000
0000
0000
0000
0000
0000
0000
0000
0000
0000
$ cat flow/run.sh
#!/bin/bash
# OpenROAD 26Q1-2900-gdf79404cd8, Yosys 0.63+post, stock flow scripts
make -C /OpenROAD-flow-scripts/flow DESIGN_CONFIG=/design/flow/config.mk WORK_HOME=/design/flow/orfs finish
==> datasheet_impl.txt <==
Table: implementation figures

Parameter                              Value

Synthesis
  Cell with the most instances after synthesis    sky130_fd_sc_hd__dlxtp_1
  Synth warn    0
  Synthesized area per cell    12.52 µm²
  Share of flip-flops with an asynchronous set or reset after synthesis    0%
  Fraction of the mapped netlist area in adder cells    0%
  Synthesis area per yosys    95290 µm²
  Post-synthesis share of cell area spent on and, or, nand and nor gates    3.327%
  Synth cell count leaders    sky130_fd_sc_hd__dlxtp_1, sky130_fd_sc_hd__mux2i_1, sky130_fd_sc_hd__mux4_2, sky130_fd_sc_hd__nor2_1, sky130_fd_sc_hd__a22oi_1
  Main synth FF type    sky130_fd_sc_hd__dlxtp_1
  Total cells reported by yosys after synthesis    7609
  Register bit total from synthesis    4096
  Cell type with the largest total area    sky130_fd_sc_hd__dlxtp_1
  Share of the synthesized area in the top cell type    between 60 and 70%
  Post-synth tally of flip-flops with integrated enable    0
  Distinct cell type count of the synthesized netlist    between 40 and 50
  Mux area share    between 20% and 30%
  Complex Gates by Area    under 10%
  XOR/XNOR share of the synthesized area    0%
  Mapped Area    between 90000 and 100000 µm²
  Synthesized instance count    around 7600
  Leading post-synthesis cells by cell area    sky130_fd_sc_hd__dlxtp_1, sky130_fd_sc_hd__mux4_2, sky130_fd_sc_hd__mux2i_1
  Biggest combinational cell group after synthesis    multiplexers

Routing
  Routed length per instance    around 25 µm
  Vias per inst    between 5 and 6
  Number of DRC markers in iteration 0    3827
  Met2 WL    between 100000 and 150000 µm
  Topmost layer with routed signal wires    met5
  Post-detailed-routing wire length    about 270000 µm
  Number of remaining DRC errors    0
  ANT nets after route    0
  Number of detailed-routing iterations run before antenna repair    7
  Routed met3 length    ~21000 µm
  Wire length on met1    between 100000 and 150000 µm
  Vias after detailed routing    around 60000

Power and ir drop
  Leakage power figure    46.40 nW
  PwrDens    roughly 5.3 nW/µm²
  Internal power    around 230 µW
  Worst-case vdd ir drop    0.01264 mV
  Fraction of power spent switching nets    approximately 56%
  Switching power    302.6 µW

Status
  Status    completed

Critical path
  CP peak stage delay    between 0.8 and 0.9 ns
  Critical Path Start    address[1]
  Crit path max-delay family    buffers and inverters
  Data required time at the worst endpoint    24.56 ns
  Sequence of cells on the critical path    buf_16 -> buf_4 -> buf_4 -> buf_4 -> buf_4 -> buf_4 -> buf_4 -> mux2i_1 -> a22oi_1 -> nand3_1 -> nand4_1 -> o21ai_0 -> a32oi_1 -> clkdlybuf4s50_1
  Setup CP Type    input pin to primary output
  Worst setup EP type    primary output
  Cell depth of the worst setup path    14
  Worst EP arrival    between 10 and 15 ns
  Critical-path maximum fanout    slightly above 100
  Max stage delay cell, worst path    sky130_fd_sc_hd__o21ai_0
  Most frequent cell on the critical path    sky130_fd_sc_hd__buf_4
  Crit start category    input pin
  Termination of the worst setup path    DataOut[8]
  Number of buffers and inverters on the critical path    8

Floorplanning
  Area of the placeable core    ~240000 µm²
  Die height    490.1 µm
  Total die area    240200 µm²
  I/O pin cnt    43
  Placement row count    approximately 180
  Die Wd    ~490 µm
  Share of the core filled by cells before placement    approximately two fifths

Global route
  Largest net degree at the start of global routing    around 120
  Antenna violations before repair    5
  Vias in the first global route    roughly 56000
  First-pass GRT wire length    slightly below 400000 µm
  Overall Global Routing Usage    23.10%
  Total overflow reported by the global router    0

Timing
  Minimum period implied by the final worst setup slack    roughly 20 ns
  Final TNS setup    0 ns
  Count of endpoints without a timing constraint    slightly above 4000
  Top achievable clock speed    a little over 50 MHz
  Transition at the pin with the smallest max-transition slack    1.056 ns
  RSZ-0062 raised after global routing    no
  Max-slew violation count    0
  Worst Hold Slack    approximately 14 ns
  Final clock period utilization by the worst path    63.94%
  Relative slew margins    between 20% and 30%
  Final setup vio count    0
  Number of register pins that no clock reaches    just over 4000
  Number of endpoints with negative hold slack in the final report    0

Finish
  Area growth from synthesis to final layout    5.968%
  Register with the most flip-flops    mem_arr
  Top Registers    mem_arr: 4096 flops
  Layout cells sized above 1    between 10% and 20%
  Number of flip-flops under the largest register name    4096

Min path
  Worst hold-check path type    input pin to primary output

Placement
  I/O Buffers    42
  Final weighted congestion in routability-driven placement    between 0.9 and 1
  Post-detail-place hpwl    roughly 180000 µm

CTS
  Postcts setup bufs    0
  Resize count post-CTS    0
  Number of hold-repair buffers added at the cts stage    0

Job
  Total number of warnings across the stage logs    between 50 and 60
  Maximum capacitance violations    0
layout by cell type, fill, tap and decap left out, types with 86 or more instances in the layout:
cell type and instances:
sky130_fd_sc_hd__nor2_1 273, sky130_fd_sc_hd__nand3_1 86, sky130_fd_sc_hd__a22oi_1 239, sky130_fd_sc_hd__dlxtp_1 4096
sky130_fd_sc_hd__mux2i_1 886, sky130_fd_sc_hd__a21oi_1 95, sky130_fd_sc_hd__a221oi_1 135, sky130_fd_sc_hd__buf_4 416
sky130_fd_sc_hd__mux4_2 583, sky130_fd_sc_hd__nand2_1 127, sky130_fd_sc_hd__o22ai_1 192
cells by family after synthesis:
group	count (synthesis)
AOI/OAI and AO/OA	873
buffers and inverters	471
latches	4096
muxes	1500
and+or+nand+nor	669
worst min-delay path by stage:
stage	cells after the start	slack, ns	startpoint	to
after CTS	7	13.89	MemRd	DataOut[1]
after global routing	6	13.92	MemRd	DataOut[14]
final	6	13.87	MemRd	DataOut[14]
power by group through the flow:
stage / sequential (mW) / clock (mW) / combinational [mW]
CTS: 0.0783 / 0 / 0.458
global route: 0.0790 / 0 / 0.485
cell type report:
| type | instances | area, µm² |
|---|---|---|
| antenna | 1 | 2.502 |
| fill | 21320 | 135100 |
| inverter | 15 | 56.30 |
| multi-input combinational | 3042 | 31720 |
| sequential | 4096 | 61500 |
| tap | 3150 | 3941 |
| timing repair buffer | 465 | 3766 |
layer usage:
layer / track usage, % / vias to the layer above
met1: 34.86 / 30170
met5: 0 / -
met4: 5.548 / 6
met2: 34.80 / 1610
li1: - / 27240
met3: 6.083 / 210
stage by stage:
stage	instance area, µm²	cells	total power [mW]	worst slack (ns)	util, %
detailed placement	101000	10770	0.5363	11.09	42.77
global placement	101000	10770	0.5283	11.19	42.77
finish	101000	10770	0.5358	11.07	42.77
floorplan	95290	7609	0.3321	16.49	-
CTS	101000	10770	0.5367	11.08	42.77
global route	101000	10770	0.5644	10.71	42.77
No activity file was given, so power comes from the tool's default toggle rates.
